`flow/run.sh`:
```
#!/bin/bash
# OpenROAD 26Q1-2900-gdf79404cd8, Yosys 0.63+post, stock flow scripts
make -C /OpenROAD-flow-scripts/flow DESIGN_CONFIG=/design/flow/config.mk WORK_HOME=/design/flow/orfs finish
```
`flow/config.mk`:
```
export PLATFORM = sky130hd
export DESIGN_NAME = spi
export DESIGN_NICKNAME = spi
export VERILOG_FILES = /design/flow/design.v
export SDC_FILE = /design/flow/constraint.sdc
export NUM_CORES = 4
export LEC_CHECK = 1
export CORE_UTILIZATION = 50
```
`flow/constraint.sdc`:
```
current_design spi

set clk_period 5.1
set clk_io_pct 0.2

create_clock -name clk0 -period $clk_period [get_ports {s00_axi_aclk}]

set non_clock_inputs [all_inputs -no_clocks]
set_input_delay [expr $clk_period * $clk_io_pct] -clock clk0 $non_clock_inputs
set_output_delay [expr $clk_period * $clk_io_pct] -clock clk0 [all_outputs]
```
`flow/design.v`:
```
`timescale 1 ns / 1 ps
module spi #
(
    parameter integer C_S00_AXI_DATA_WIDTH = 32,
    parameter integer C_S00_AXI_ADDR_WIDTH = 4
)
(
    output reg cs,                
    input wire sdin,              
    output reg sclk,              
    output reg mosi,              
    input wire s00_axi_aclk,
    input wire s00_axi_aresetn,
    input wire [C_S00_AXI_ADDR_WIDTH-1 : 0] s00_axi_awaddr,
    input wire [2 : 0] s00_axi_awprot,
    input wire s00_axi_awvalid,
    output wire s00_axi_awready,
    input wire [C_S00_AXI_DATA_WIDTH-1 : 0] s00_axi_wdata,
    input wire [(C_S00_AXI_DATA_WIDTH/8)-1 : 0] s00_axi_wstrb,
    input wire s00_axi_wvalid,
    output wire s00_axi_wready,
    output wire [1 : 0] s00_axi_bresp,
    output wire s00_axi_bvalid,
    input wire s00_axi_bready,
    input wire [C_S00_AXI_ADDR_WIDTH-1 : 0] s00_axi_araddr,
    input wire [2 : 0] s00_axi_arprot,
    input wire s00_axi_arvalid,
    output wire s00_axi_arready,
    output wire [C_S00_AXI_DATA_WIDTH-1 : 0] s00_axi_rdata,
    output wire [1 : 0] s00_axi_rresp,
    output wire s00_axi_rvalid,
    input wire s00_axi_rready
);
    spi_slave_lite_v1_0_S00_AXI # ( 
        .C_S_AXI_DATA_WIDTH(C_S00_AXI_DATA_WIDTH),
        .C_S_AXI_ADDR_WIDTH(C_S00_AXI_ADDR_WIDTH)
    ) spi_slave_lite_v1_0_S00_AXI_inst (
        .S_AXI_ACLK(s00_axi_aclk),
        .S_AXI_ARESETN(s00_axi_aresetn),
        .S_AXI_AWADDR(s00_axi_awaddr),
        .S_AXI_AWPROT(s00_axi_awprot),
        .S_AXI_AWVALID(s00_axi_awvalid),
        .S_AXI_AWREADY(s00_axi_awready),
        .S_AXI_WDATA(s00_axi_wdata),
        .S_AXI_WSTRB(s00_axi_wstrb),
        .S_AXI_WVALID(s00_axi_wvalid),
        .S_AXI_WREADY(s00_axi_wready),
        .S_AXI_BRESP(s00_axi_bresp),
        .S_AXI_BVALID(s00_axi_bvalid),
        .S_AXI_BREADY(s00_axi_bready),
        .S_AXI_ARADDR(s00_axi_araddr),
        .S_AXI_ARPROT(s00_axi_arprot),
        .S_AXI_ARVALID(s00_axi_arvalid),
        .S_AXI_ARREADY(s00_axi_arready),
        .S_AXI_RDATA(s00_axi_rdata),
        .S_AXI_RRESP(s00_axi_rresp),
        .S_AXI_RVALID(s00_axi_rvalid),
        .S_AXI_RREADY(s00_axi_rready)
    );
    parameter CLOCKS_PER_BIT = 20;       
    parameter BITS_PER_TRANSACTION = 16;
    localparam BIT_HALFWAY_CLOCK = CLOCKS_PER_BIT >> 1;
    reg [31:0] count0 = 0;
    reg [31:0] count1 = 0;
    reg [15:0] shft = 0;
    reg [15:0] dout = 0;
    reg drdy = 0;   
    reg [1:0] state = 0;
    always @(posedge s00_axi_aclk) begin
        if (!s00_axi_aresetn) begin
            state <= 0;
            count0 <= 0;
            count1 <= 0;
            dout <= 0;
            drdy <= 0;
        end else begin
            case (state)
                0: begin   
                    cs <= 1;  
                    if (count0 == CLOCKS_PER_BIT-1) begin
                        state <= 1;
                        count0 <= 0;
                        cs <= 0;  
                    end else begin
                        count0 <= count0 + 1;
                    end
                end
                1: begin   
                    if (count0 == CLOCKS_PER_BIT-1) begin
                        count0 <= 0;
                        if (count1 == BITS_PER_TRANSACTION-1) begin
                            dout <= shft;   
                            drdy <= 1;
                            state <= 2;
                            cs <= 1;  
                        end else begin
                            count1 <= count1 + 1;
                        end
                    end else begin
                        count0 <= count0 + 1;
                        if (count0 == BIT_HALFWAY_CLOCK-1) begin
                            shft <= {shft[14:0], sdin};   
                            mosi <= shft[15];  
                        end
                    end
                end
                2: begin   
                    if (drdy) begin
                        drdy <= 0;
                        state <= 0;
                        count0 <= 0;
                        count1 <= 0;
                    end
                end
            endcase
        end
    end
    always @(posedge s00_axi_aclk) begin
        if (state == 1) begin
            sclk <= (count0 < BIT_HALFWAY_CLOCK) ? 0 : 1;   
        end else begin
            sclk <= 1;   
        end
    end
endmodule
`timescale 1 ns / 1 ps
module spi_slave_lite_v1_0_S00_AXI #
(
    parameter integer C_S_AXI_DATA_WIDTH = 32,
    parameter integer C_S_AXI_ADDR_WIDTH = 4
)
(
    output reg cs,          
    input wire sdin,        
    output reg sclk,        
    output reg mosi,        
    input wire  S_AXI_ACLK,
    input wire  S_AXI_ARESETN,
    input wire [C_S_AXI_ADDR_WIDTH-1 : 0] S_AXI_AWADDR,
    input wire [2 : 0] S_AXI_AWPROT,
    input wire S_AXI_AWVALID,
    output wire S_AXI_AWREADY,
    input wire [C_S_AXI_DATA_WIDTH-1 : 0] S_AXI_WDATA,
    input wire [(C_S_AXI_DATA_WIDTH/8)-1 : 0] S_AXI_WSTRB,
    input wire S_AXI_WVALID,
    output wire S_AXI_WREADY,
    output wire [1 : 0] S_AXI_BRESP,
    output wire S_AXI_BVALID,
    input wire S_AXI_BREADY,
    input wire [C_S_AXI_ADDR_WIDTH-1 : 0] S_AXI_ARADDR,
    input wire [2 : 0] S_AXI_ARPROT,
    input wire S_AXI_ARVALID,
    output wire S_AXI_ARREADY,
    output wire [C_S_AXI_DATA_WIDTH-1 : 0] S_AXI_RDATA,
    output wire [1 : 0] S_AXI_RRESP,
    output wire S_AXI_RVALID,
    input wire S_AXI_RREADY
);
    reg [C_S_AXI_ADDR_WIDTH-1 : 0]  axi_awaddr;
    reg   axi_awready;
    reg   axi_wready;
    reg [1 : 0]  axi_bresp;
    reg   axi_bvalid;
    reg [C_S_AXI_ADDR_WIDTH-1 : 0]  axi_araddr;
    reg   axi_arready;
    reg [C_S_AXI_DATA_WIDTH-1:0]  axi_rdata;
    reg [1 : 0]  axi_rresp;
    reg   axi_rvalid;
    parameter CLOCKS_PER_BIT = 20;
    parameter BITS_PER_TRANSACTION = 16;
    localparam BIT_HALFWAY_CLOCK = CLOCKS_PER_BIT >> 1;
    reg [31:0] count0 = 0;
    reg [31:0] count1 = 0;
    reg [15:0] shft = 0;
    reg [15:0] dout = 0;
    reg drdy = 0;
    reg [1:0] state = 0;
    reg [C_S_AXI_DATA_WIDTH-1:0] slv_reg0;  
    reg [C_S_AXI_DATA_WIDTH-1:0] slv_reg1;
    reg [C_S_AXI_DATA_WIDTH-1:0] slv_reg2;
    reg [C_S_AXI_DATA_WIDTH-1:0] slv_reg3;
    assign S_AXI_AWREADY = axi_awready;
    assign S_AXI_WREADY  = axi_wready;
    assign S_AXI_BRESP   = axi_bresp;
    assign S_AXI_BVALID  = axi_bvalid;
    assign S_AXI_ARREADY = axi_arready;
    assign S_AXI_RDATA   = axi_rdata;
    assign S_AXI_RRESP   = axi_rresp;
    assign S_AXI_RVALID  = axi_rvalid;
    always @(posedge S_AXI_ACLK) begin
        if (S_AXI_ARESETN == 0) begin
            axi_awready <= 0;
            axi_wready <= 0;
            axi_bvalid <= 0;
            slv_reg0 <= 0;
        end else begin
            if (S_AXI_AWVALID && !axi_awready) begin
                axi_awaddr <= S_AXI_AWADDR;
                axi_awready <= 1;
            end else begin
                axi_awready <= 0;
            end
            if (S_AXI_WVALID && axi_awready && !axi_wready) begin
                case (axi_awaddr[3:2])
                    2'b00: slv_reg0 <= S_AXI_WDATA;  
                    2'b01: slv_reg1 <= S_AXI_WDATA;
                    2'b10: slv_reg2 <= S_AXI_WDATA;
                    2'b11: slv_reg3 <= S_AXI_WDATA;
                endcase
                axi_wready <= 1;
                axi_bvalid <= 1;
                axi_bresp <= 2'b00;  
            end else begin
                axi_wready <= 0;
                axi_bvalid <= 0;
            end
        end
    end
    always @(posedge S_AXI_ACLK) begin
        if (S_AXI_ARESETN == 0) begin
            axi_arready <= 0;
            axi_rvalid <= 0;
        end else begin
            if (S_AXI_ARVALID && !axi_arready) begin
                axi_araddr <= S_AXI_ARADDR;
                axi_arready <= 1;
            end else begin
                axi_arready <= 0;
            end
            if (S_AXI_ARREADY && !axi_rvalid) begin
                case (axi_araddr[3:2])
                    2'b00: axi_rdata <= slv_reg0;  
                    2'b01: axi_rdata <= slv_reg1;
                    2'b10: axi_rdata <= slv_reg2;
                    2'b11: axi_rdata <= slv_reg3;
                endcase
                axi_rvalid <= 1;
                axi_rresp <= 2'b00;  
            end else begin
                axi_rvalid <= 0;
            end
        end
    end
    always @(posedge S_AXI_ACLK) begin
        if (!S_AXI_ARESETN) begin
            state <= 0;
            count0 <= 0;
            count1 <= 0;
            dout <= 0;
            drdy <= 0;
        end else begin
            case (state)
                0: begin   
                    cs <= 1;  
                    if (count0 == CLOCKS_PER_BIT-1) begin
                        state <= 1;
                        count0 <= 0;
                        cs <= 0;  
                    end else begin
                        count0 <= count0 + 1;
                    end
                end
                1: begin   
                    if (count0 == CLOCKS_PER_BIT-1) begin
                        count0 <= 0;
                        if (count1 == BITS_PER_TRANSACTION-1) begin
                            dout <= shft;   
                            slv_reg0 <= {16'h0000, dout};  
                            drdy <= 1;
                            state <= 2;
                            cs <= 1;  
                        end else begin
                            count1 <= count1 + 1;
                        end
                    end else begin
                        count0 <= count0 + 1;
                        if (count0 == BIT_HALFWAY_CLOCK-1) begin
                            shft <= {shft[14:0], sdin};   
                            mosi <= shft[15];  
                        end
                    end
                end
                2: begin   
                    if (drdy) begin
                        drdy <= 0;
                        state <= 0;
                        count0 <= 0;
                        count1 <= 0;
                    end
                end
            endcase
        end
    end
    always @(posedge S_AXI_ACLK) begin
        if (state == 1) begin
            sclk <= (count0 < BIT_HALFWAY_CLOCK) ? 0 : 1;   
        end else begin
            sclk <= 1;   
        end
    end
endmodule
```
==> impl_metrics.env <==
# flow metrics
export IMPL_status="finished clean"
export IMPL_synthCells=755
export IMPL_drt_iter0_drc=436
export IMPL_postSynth_asyncResetShare=0
export IMPL_tritoncts="built"
export IMPL_mux_share=0.0439
export IMPL_finalCritPeriodShare=0.647
export IMPL_ys_warn_count=67
export IMPL_vias_per_cell=5.87
export IMPL_max_slew_margin_rel=0.356
export IMPL_placed_area_um2=10400
export IMPL_drc_errors=0
export IMPL_antenna_found_initial=0
export IMPL_cp_max_fo=21
export IMPL_dieArea_um2=19300
export IMPL_critical_path_class="flip-flop to flip-flop"
export IMPL_ys_types=63
export IMPL_synthesis_area_um2=9380
export IMPL_ir_drop_mv=0.401
export IMPL_ys_top_cells_by_area="edfxtp_1, dfxtp_1, mux2_2"
export IMPL_root_buffer="clkbuf_16"
export IMPL_finalHoldViolCount=0
export IMPL_power_density_nw_per_um2=369
export IMPL_wl_per_cell_um=18.0
export IMPL_dpl_hpwl_um=12000
export IMPL_overflow=0
export IMPL_ff_type="edfxtp_1"
export IMPL_p_leak_nw=3.80
export IMPL_crit_arrival_ns=3.50
export IMPL_io_buffers=81
export IMPL_initial_utilization=0.517
export IMPL_grt_util_all_layers=0.219
export IMPL_edf_count=150
export IMPL_cts_path_max_buffers=3
export IMPL_grt_pass1_wl_um=31300
export IMPL_tightest_slew_ns=0.962
export IMPL_synthAoiAreaFrac=0.0973
export IMPL_worstHoldPathType="flip-flop to flip-flop"
export IMPL_drive_gt1_frac=0.118
export IMPL_cts_clk_slew_worst_paths_ns=0.06
export IMPL_cp_required_ns=5.30
export IMPL_yosysCellCount=755
export IMPL_maxCapViolCount=0
export IMPL_end_kind="flip-flop"
export IMPL_post_cts_buffers=0
export IMPL_detail_route_antenna_nets=0
export IMPL_stdcell_area_um2=11200
export IMPL_ys_sh_adder=0.00934
export IMPL_synth_xor_xnor_area_share=0.0234
export IMPL_max_freq_mhz=303
export IMPL_core_um2=18100
export IMPL_pin_count=102
export IMPL_ys_ff=222
export IMPL_top_area_frac=0.480
export IMPL_logic_family="simple AND/OR/NAND/NOR gates"
export IMPL_setup_tns_ns=0
export IMPL_drt_pass1_iter_count=13
export IMPL_num_vias=6358
export IMPL_finalSetupViolations=0
export IMPL_yosys_area_share_simple=0.168
export IMPL_grt_pass1_vias=6102
export IMPL_clkSinkCount=222
export IMPL_warning_count=45
export IMPL_rsz0062_at_grt="no"
export IMPL_rows=49
export IMPL_ys_seq_share=0.634
export IMPL_grt_max_degree=34
export IMPL_htreeDepth=1
export IMPL_drt_wl_total_um=19500
export IMPL_period_needed_ns=3.30
export IMPL_place_gp_congestion=0.900
export IMPL_die_height_um=139
export IMPL_startpoint_type="flip-flop"
export IMPL_netlist_top_cell_by_area="edfxtp_1"
export IMPL_slew_viol_final=0
export IMPL_cts_resized=0
export IMPL_antennaDiodeCount=0
export IMPL_avgSynthCellArea_um2=12.4
export IMPL_synth_chip_area_um2=9380
export IMPL_clock_latency_ns=0.51
export IMPL_die_w_um=139
export IMPL_cts_hold_buf=0
export IMPL_fin_skew_ns=0.0128
export IMPL_cts_made_buffers=23
export IMPL_syn_to_final_growth_pct=19.9
-- worst max-delay path, stage by stage, from the launching register on --
cell and delay (ns):
dfxtp_1 0.32, inv_1 0.10, ha_1 0.71, inv_1 0.38, or4_1 0.47, or4_1 0.46
nor4_2 0.24, buf_4 0.29
-- cell families (layout without fill, tap and decap cells) --
family,Yosys count,after routing
flops,222,222
buf+inv,51,147
fa+ha+maj,7,7
compound gates,121,121
xor+xnor,25,25
simple gates,291,291
other cells,1,4
mux,37,37
-- cell type report --
type                       instances  area (um2)
clock buffer                      27         622
clock inverter                    15         209
fill                            1359        6910
inverter                          12        45.0
multi-input combinational        485        3230
sequential                       222        5950
tap                              229         287
timing repair buffer              93         901
-- placed cells by master (no fill, tap or decap), drive strengths merged, types with 4 or more instances in the layout --
cell type / n
a21oi: 10
a22o: 32
a311oi: 4
a31oi: 9
and2: 6
and3: 14
and4: 6
buf: 12
bufinv: 5
clkbuf: 27
clkdlybuf4s50: 81
clkinv: 9
conb: 4
dfxtp: 72
edfxtp: 150
ha: 7
inv: 13
mux2: 33
mux2i: 4
nand2: 59
nand2b: 6
nand3: 39
nand4: 27
nor2: 73
nor3: 15
nor4: 23
o21a: 4
o21ai: 24
o31a: 4
o31ai: 11
or3: 7
or4: 5
xnor2: 11
xor2: 14
-- cell usage after synthesis, drive strengths merged (15+ instances only) --
cell type    n
mux2        33
nand3       39
nor3        15
edfxtp     150
clkbuf      25
nor4        23
nor2        73
dfxtp       72
o21ai       24
a22o        32
nand4       27
nand2       59
-- per-layer routing --
metal  track usage  vias to the layer above  routed length, um
li1              -                     3040                  -
met1         0.353                     3070               8840
met2         0.327                      226               8960
met3        0.0640                       22               1370
met4        0.0386                        0                308
met5             0                        -                  0
-- final timing paths --
path / startpoint / to / slack (ns) / depth (start not counted)
worst max register to register: state[1]$_SDFFE_PN0P_ / shft[14]$_DFFE_PP_ / 1.80 / 7
worst min register to register: shft[6]$_DFFE_PP_ / shft[7]$_DFFE_PP_ / 0.42 / 0
worst min-delay path: shft[6]$_DFFE_PP_ / shft[7]$_DFFE_PP_ / 0.42 / 0
worst max-delay path: state[1]$_SDFFE_PN0P_ / shft[14]$_DFFE_PP_ / 1.80 / 7
-- where the power goes --
part | leakage, nW | switching [mW] | total [mW] | internal, mW
combinational | 1.46 | 0.205 | 0.349 | 0.144
sequential | 1.94 | 0.0332 | 1.99 | 1.96
clock | 0.409 | 0.681 | 1.81 | 1.13
-- stage by stage --
| stage | hold WS, ns | total power [mW] | util | setup slack [ns] | cells |
|---|---|---|---|---|---|
| after floorplan | 0.392 | 2.24 | - | 1.37 | 758 |
| after global placement | 0.408 | 2.36 | 0.574 | 1.58 | 1041 |
| after detailed placement | 0.405 | 2.37 | 0.574 | 1.51 | 1041 |
| after CTS | 0.420 | 4.18 | 0.619 | 1.84 | 1083 |
| after global routing | 0.424 | 4.28 | 0.619 | 1.66 | 1083 |
| final | 0.418 | 4.15 | 0.619 | 1.80 | 1083 |
-- sequential cells by signal, indices dropped and copies added (netlist names) --
| signal | flops |
|---|---|
| count0 | 32 |
| spi_slave_lite_v1_0_S00_AXI_inst.axi_awready | 1 |
| drdy | 1 |
| cs | 1 |
| count1 | 32 |
| spi_slave_lite_v1_0_S00_AXI_inst.axi_araddr | 2 |
| spi_slave_lite_v1_0_S00_AXI_inst.slv_reg1 | 32 |
| spi_slave_lite_v1_0_S00_AXI_inst.axi_awaddr | 2 |
| mosi | 1 |
| spi_slave_lite_v1_0_S00_AXI_inst.axi_arready | 1 |
| spi_slave_lite_v1_0_S00_AXI_inst.axi_rvalid | 1 |
| shft | 16 |
| spi_slave_lite_v1_0_S00_AXI_inst.slv_reg3 | 32 |
| spi_slave_lite_v1_0_S00_AXI_inst.axi_rdata | 32 |
| sclk | 1 |
| spi_slave_lite_v1_0_S00_AXI_inst.slv_reg2 | 32 |
| state | 2 |
| spi_slave_lite_v1_0_S00_AXI_inst.axi_wready | 1 |
Power is estimated from default activity; no workload was simulated.
